[flow/constraint.sdc]
current_design segment_controller

set clk_period 4.2
set clk_io_pct 0.2

create_clock -name clk0 -period $clk_period [get_ports {clk}]

set non_clock_inputs [all_inputs -no_clocks]
set_input_delay [expr $clk_period * $clk_io_pct] -clock clk0 $non_clock_inputs
set_output_delay [expr $clk_period * $clk_io_pct] -clock clk0 [all_outputs]
[flow/run.sh]
#!/bin/bash
# OpenROAD 26Q1-2900-gdf79404cd8, Yosys 0.63+post, stock flow scripts
make -C /OpenROAD-flow-scripts/flow DESIGN_CONFIG=/design/flow/config.mk WORK_HOME=/design/flow/orfs finish
[flow/design.v]
`timescale 1ns / 1ps
module segment_controller(
	 input clk,
	 input [1:0] currentFloor,
	 input UD_state,
	 input OC_state,
	 input Stop,
	 input pClockTime,
	 output [3:0] seg_selector,
    output [7:0] segments
    );
	 reg [7:0] out_reg;
	 reg [3:0] sel_reg;
	initial begin
		sel_reg = 4'b1110;
		segData=0; 
	end
	localparam N = 18;
	reg [N-1:0]count;
	reg [3:0]segData;
	always @ (posedge clk)
		count <= count + 1'd1;
		always @ (*)begin
			case(count[N-1:N-2])
			2'b00 :
				begin
					segData[0] <= currentFloor[0];
					segData[1] <= currentFloor[1];
					segData[2] <= 0;
					segData[3] <= 0;
					sel_reg = 4'b1110;
				end
			2'b01:	
				begin
					if(pClockTime == 0)
						segData <= 4'd6;
					else
						segData <= 4'd11;
					sel_reg = 4'b1101;
				end
			2'b10:	
				begin
					segData[0] <= OC_state;
					segData[1] <= 0;
					segData[2] <= 1;
					segData[3] <= 0;
					sel_reg = 4'b1011;
				end
			2'b11:	
				begin
					if(Stop == 1)
						segData <= 4'd10;
					else begin
						segData[0] <= UD_state;
						segData[1] <= 0;
						segData[2] <= 0;
						segData[3] <= 1;
					end
					sel_reg = 4'b0111;
				end
			endcase
	end
	always @ (*)
	begin
	case (segData)
		0 : out_reg = 8'b10011111;  
		1 : out_reg = 8'b00100101;  
		2 : out_reg = 8'b00001101;  
		3 : out_reg = 8'b10011001;  
		4 : out_reg = 8'b01100011;  
		5 : out_reg = 8'b00010001;  
		6 : out_reg = 8'b00110001;  
		8 : out_reg = 8'b11000001;  
		9 : out_reg = 8'b01001001;  
		10: out_reg = 8'b11111101;  
		11: out_reg = 8'b00110000;  
		default : out_reg = 8'b11111111;
	endcase
	end
	assign segments = out_reg;
	assign seg_selector = sel_reg;
endmodule
[flow/config.mk]
export PLATFORM = sky130hd
export DESIGN_NAME = segment_controller
export DESIGN_NICKNAME = segment_controller
export VERILOG_FILES = /design/flow/design.v
export SDC_FILE = /design/flow/constraint.sdc
export NUM_CORES = 4
export LEC_CHECK = 1
export CORE_AREA = 10 10 78 78
export DIE_AREA = 0 0 88 88
==> qor.csv <==
stage;metric;value;unit
routing;vias_per_cell;4.51;
timing;worstMarginPinSlew;506;ps
timing;fin_crit;4030;ps
cells_and_area;final_cells;194;
timing;setup_tns;0;ps
placement;dp.cells;190;
timing;layout_setup_ws;173;ps
power_and_ir_drop;p_per_area;251;nW/µm²
routing;dr.first_iter.drc_count;24;
timing;slew_viol_final;0;
hold_path;hp-class;flip-flop to flip-flop;
worst_setup_path;required;3360;ps
synthesis;largest_area_cell;dfxtp_1;
synthesis;yosysWarnings;1;
timing;timing.slew.headroom;0.660;
synthesis;topCellsByArea;dfxtp_1 (34%), ha_1 (9.5%), xnor2_1 (9.2%);
timing;fin_hold_ws;413;ps
floorplan;die_w;88;µm
synthesis;netlist_area;1050;µm²
cells_and_area;top_register;count;
cells_and_area;area_growth;30.0;%
synthesis;yosys_cells;120;
cells_and_area;largest_reg_flops;18;
synthesis;postSynthSeqShare;0.343;
synthesis;syn_inst;120;
timing;clock_skew;3.56;ps
routing;finalWirelength;2130;µm
timing;hold_violations;0;
routing;insertedDiodeCount;0;
worst_setup_path;critPathArrivalTime;3190;ps
floorplan;rows;24;
floorplan;die_h;88;µm
routing;vias;875;
global_routing;grt-ovfl-total;0;
cts;cts_resized;0;
routing;drc_errors;0;
synthesis;ys_seq_elements;18;
cts;clock_path_buffers;2;
cts;clk_pin_slew_worst_paths;70;ps
cells_and_area;drive_gt1_frac;0.127;
worst_setup_path;critical_path_class;input pin to output port;
synthesis;synth_top_area_share;0.343;
placement;dpl_cell_area;1310;µm²
placement;gp_congestion;0.892;
placement;hpwl;1670;µm
global_routing;grt_pass1_vias;819;
routing;ant_nets;0;
timing;timing.fmax;248;MHz
outcome;status;complete, no violations;
cts;clkLatencyLatePin;250;ps
global_routing;grt_pass1_wl;3550;µm
power_and_ir_drop;total_power;0.343;mW
synthesis;avgSynthCellArea;8.76;µm²
cts;post_cts_buffers;0;
placement;place_ws;174;ps
synthesis;yosysChipArea;1050;µm²
floorplan;io_pins;19;
floorplan;dieArea;7740;µm²
cts;cts-root-buf;clkbuf_8;
job;warnings;30;
worst_setup_path;cp-end-kind;output port;
worst_setup_path;cp_max_fo;5;
cts;cts_hold_buf;0;
global_routing;grt_max_degree;20;
timing;rsz0062_at_grt;no;
global_routing;antenna_found_initial;0;
routing;wl_per_cell;11.0;µm
placement;port_buffers;18;
power_and_ir_drop;power_leakage;0.531;nW
timing;fin_crit_sh;0.959;
cells_and_area;fin_util;0.310;
cells_and_area;final_cell_mix;dfxtp_1 (18), clkdlybuf4s50_1 (18), nand2_1 (17);
cts;tritoncts;built;
power_and_ir_drop;vdd_drop_max;0.169;mV
cts;cts.sinks;18;
global_routing;grt_usage;0.0535;
worst_setup_path;cp-start-kind;input pin;
cts;h-tree-depth;1;
timing;setup_viol;0;
cts;numCtsBuffers;3;
job;drv_cap;0;
cells_and_area;finish.instance_area;1370;µm²
routing;first_pass_iters;4;
synthesis;ys_types;30;
cells_and_area;top_regs;count (18);
floorplan;core_util_floorplan;0.238;
floorplan;coreArea;4410;µm²
-- Yosys cell counts --
| library cell | n |
|---|---|
| nor4_1 | 1 |
| a22o_1 | 1 |
| clkinv_1 | 1 |
| nand3_1 | 3 |
| nand2b_1 | 3 |
| a31oi_1 | 1 |
| buf_1 | 1 |
| o211ai_1 | 1 |
| a32oi_1 | 2 |
| a221oi_1 | 2 |
| a22oi_1 | 1 |
| and4_2 | 1 |
| mux4_2 | 3 |
| nand4_1 | 2 |
| nand4_2 | 1 |
| a21oi_1 | 4 |
| ha_1 | 8 |
| xor2_1 | 5 |
| xnor2_1 | 11 |
| or4_4 | 1 |
| dfxtp_1 | 18 |
| nor2_2 | 1 |
| nor2_1 | 10 |
| inv_1 | 9 |
| o21ai_0 | 4 |
| or2_2 | 3 |
| and3_1 | 1 |
| nor2b_1 | 1 |
| nand2_1 | 17 |
| clkbuf_1 | 3 |
-- critical path, stage by stage --
cell             delay [ps]
clkdlybuf4s50_1         480
nor2b_1                  60
mux4_2                  540
ha_1                    390
mux4_2                  460
clkdlybuf4s50_1         420
-- cell families after synthesis --
| group | Yosys count | share of synthesized area |
|---|---|---|
| AOI/OAI and AO/OA | 16 | 0.100 |
| xor gates and xnor gates | 16 | 0.133 |
| adders and majority gates | 8 | 0.0952 |
| buffers and inverters | 14 | 0.0500 |
| DFF | 18 | 0.343 |
| muxes | 3 | 0.0643 |
| and+or+nand+nor | 45 | 0.214 |
-- cell type report --
class | instances | area [µm²]
clock buffer | 4 | 55.1
fill | 464 | 3050
inverter | 10 | 37.5
multi-input combinational | 88 | 638
sequential | 18 | 360
tap | 52 | 65.1
timing repair buffer | 22 | 210
-- power by group --
group          switching [mW]  internal (mW)  total (mW)
Combinational          0.0143         0.0199      0.0342
Clock                  0.0551         0.0831       0.138
Sequential                  0          0.171       0.171
Total                  0.0694          0.274       0.343
-- path summary, 6_finish.rpt --
check / start / endpoint / slack [ps] / depth (start not counted)
worst max register to register: count[0] / count[16] / 2670 / 5
worst min-delay path: count[0] / count[0] / 410 / 1
worst max-delay path: Stop / segments[4] / 170 / 6
worst min register to register: count[0] / count[0] / 410 / 1
-- per-layer routing --
metal | vias to the layer above | track usage | share of wire
met1 | 402 | 0.0748 | 0.49
met3 | 2 | 0.0112 | 0.073
li1 | 448 | - | -
met4 | 0 | 0.00725 | 0.0047
met5 | - | 0 | 0
met2 | 23 | 0.0853 | 0.43
No activity file was given, so power comes from the tool's default toggle rates.
