$ cat /design/flow/run.sh
#!/bin/bash
# OpenROAD 26Q1-2900-gdf79404cd8, Yosys 0.63+post, stock flow scripts
make -C /OpenROAD-flow-scripts/flow DESIGN_CONFIG=/design/flow/config.mk WORK_HOME=/design/flow/orfs finish
$ cat /design/flow/config.mk
export PLATFORM = sky130hd
export DESIGN_NAME = memory_manager
export DESIGN_NICKNAME = memory_manager
export VERILOG_FILES = /design/flow/design.v
export SDC_FILE = /design/flow/constraint.sdc
export NUM_CORES = 4
export LEC_CHECK = 1
export CORE_AREA = 10 10 92 92
export DIE_AREA = 0 0 102 102
$ cat /design/flow/constraint.sdc
current_design memory_manager

set clk_period 4.1
set clk_io_pct 0.2

create_clock -name clk0 -period $clk_period [get_ports {clk}]

set non_clock_inputs [all_inputs -no_clocks]
set_input_delay [expr $clk_period * $clk_io_pct] -clock clk0 $non_clock_inputs
set_output_delay [expr $clk_period * $clk_io_pct] -clock clk0 [all_outputs]
$ cat /design/flow/design.v
`timescale 1ns / 1ps
module memory_manager(
	 input clk,
	 input reset,
    input [1:0] Floor,			 
    input [1:0] Request,		 
    input [1:0] CurrentFloor,	 
	 input UDIn,					 
	 input [2:0] FloorRequest,	 
	 input FRDelay,				 
	 input Delay,					 
	 input NextStageDelay,
	 input Stop,					 
	 output OCRequest,			 
	 output UDRequest,			 
	 output NoStopRequest,
	 output DoneDelay,
	 output DoneFRDelay,
	 output DoneNextStageDelay,
	 output [3:0]TestStopsUP,
	 output [3:0]TestStopsDW
    );
	 localparam NCola = 4;
	 reg reg_DoneNextStageDelay;
	 reg reg_DoneDelay;
	 reg reg_DoneFRDelay;
	 reg reg_OCRequest;
	 reg reg_UDRequest;
	 reg reg_NoStopRequest;
	 reg [3:0] index;
	 reg [3:0] Counter;			 
	 reg [3:0] Stops[1:0];			 
	 initial begin
	 Stops[0] = 0;
	 Stops[1] = 0;
	 reg_OCRequest = 0;
	 reg_UDRequest = 0;
	 reg_NoStopRequest = 0;
	 reg_DoneDelay = 0;
	 reg_DoneFRDelay = 0;
	 reg_DoneNextStageDelay = 0;
	 end
always@(posedge clk or posedge reset)begin
	 if(reset == 1)begin
		Stops[0] = 0;
		Stops[1] = 0;
		reg_OCRequest = 0;
		reg_UDRequest = 0;
		reg_NoStopRequest = 0;
		reg_DoneDelay = 0;
		reg_DoneFRDelay = 0;
		reg_DoneNextStageDelay = 0;
	 end
	 else begin
	 begin
	 if(NextStageDelay == 1) 
		reg_DoneNextStageDelay = 0;
	 end
	 begin
	 if(Request[1] == 1)begin 
		reg_NoStopRequest = 0;  
		if(Floor == CurrentFloor)begin
			reg_OCRequest = 1;
			reg_UDRequest = UDIn;
			if(Stop == 1)
				reg_NoStopRequest = 1;  
		end
		else begin
			if(Floor == 0) begin
				Stops[0][0] = 1;
				if(Stop == 1 && CurrentFloor > 0)
					reg_NoStopRequest = 1;  
				if(CurrentFloor > 0)
					reg_UDRequest = 0;
			end
			else if(Floor == 1) begin
				if(Request[0] == 1)
					Stops[1][1] = 1;
				else if(Request[0] == 0)
					Stops[0][1] = 1;
				if(Stop == 1)
					reg_NoStopRequest = 1;  
				if(CurrentFloor > 1)
					reg_UDRequest = 0;
				else if(CurrentFloor < 1)
					reg_UDRequest = 1;
			end
			else if(Floor == 2)begin
				if(Request[0] == 1)
					Stops[1][2] = 1;
				else if(Request[0] == 0)
					Stops[0][2] = 1;
				if(Stop == 1)
					reg_NoStopRequest = 1;  
				if(CurrentFloor > 2)
					reg_UDRequest = 0;
				else if(CurrentFloor < 2)
					reg_UDRequest = 1;
			end
			else if(Floor == 3)begin
				Stops[1][3] = 1;
				if(Stop == 1)
					reg_NoStopRequest = 1;  
				if(CurrentFloor < 3)
					reg_UDRequest = 1;
			end
		end
	end 
	end
	begin
	if(Stop == 1)begin 
		reg_OCRequest = 0;
		if(Stops[1] != 0)begin
			reg_UDRequest = 1;
			reg_NoStopRequest = 1;  
		end
		else if(Stops[0] != 0)begin
			reg_UDRequest = 0;
			reg_NoStopRequest = 1;  
		end
	 end
	 else
		reg_NoStopRequest = 0;
	 if(Delay == 1)begin 
		if(CurrentFloor == 0)begin				 
			if(Stops[0][0] == 1)begin				 
				reg_OCRequest = 1;
				Stops[0][0] = 0;
				reg_DoneDelay = 1;
			end
		end
		else if(CurrentFloor == 1)begin		 
			if(Stops[reg_UDRequest][1] == 1)begin				 
				reg_OCRequest = 1;
				Stops[reg_UDRequest][1] = 0;
				reg_DoneDelay = 1;
			end
			else if(Stops[0][1] && Stops[1][2] == 0 && Stops[1][3] == 0)begin
				reg_OCRequest = 1;
				Stops[1][1] = 1;
				reg_DoneDelay = 1;
			end
			else if(Stops[1][1] && Stops[0][0] == 0)begin
				reg_OCRequest = 1;
				Stops[1][1] = 0;
				reg_DoneDelay = 1;
			end
		end
		else if(CurrentFloor == 2)begin		 
			if(Stops[reg_UDRequest][2] == 1)begin 
				reg_OCRequest = 1;
				Stops[reg_UDRequest][2] = 0;
				reg_DoneDelay = 1;
			end
			else if(Stops[1][2] == 1 && Stops[1][3] == 0)begin
				reg_OCRequest = 1;
				Stops[1][2] = 0;
				reg_DoneDelay = 1;
			end
			else if(Stops[0][2] == 1 && Stops[0][0] == 0 && Stops[0][1] == 0)begin
				reg_OCRequest = 1;
				Stops[0][2] = 0;
				reg_DoneDelay = 1;
			end
		end
		else if(CurrentFloor == 3)begin		 
			if(Stops[1][3] == 1)begin			 
				reg_OCRequest = 1;
				Stops[1][3] = 0;
				reg_DoneDelay = 1;
			end
		end
	end 
	end
	begin
	if(FRDelay == 1)begin 
		if(FloorRequest-4'd4 == CurrentFloor)begin
			reg_DoneNextStageDelay = 1;
			reg_DoneFRDelay = 1;
		end
		else begin
			if(FloorRequest == 4)begin
				if(Stop == 1 && CurrentFloor >= 0)
					reg_NoStopRequest = 1;  
				if(CurrentFloor > 0)begin
					Stops[0][0] = 1;
					reg_UDRequest = 0;
				end
			end
			else if(FloorRequest == 5)begin
				if(Stop == 1)
					reg_NoStopRequest = 1;  
				if(CurrentFloor > 1)begin
					Stops[0][1] = 1;
					reg_UDRequest = 0;
				end
				else if(CurrentFloor < 1)begin
					Stops[1][1] = 1;
					reg_UDRequest = 1;
				end
			end
			else if(FloorRequest == 6)begin
				if(Stop == 1)
					reg_NoStopRequest = 1;  
				if(CurrentFloor > 2)begin
					Stops[0][2] = 1;
					reg_UDRequest = 0;
				end
				else if(CurrentFloor < 2)begin
					Stops[1][2] = 1;
					reg_UDRequest = 1;
				end
			end
			else if(FloorRequest == 7)begin
				if(Stop == 1)
					reg_NoStopRequest = 1;  
				if(CurrentFloor < 3)begin
					Stops[1][3] = 1;
					reg_UDRequest = 1;
				end
			end
			reg_OCRequest = 0;
			reg_DoneNextStageDelay = 1;
			reg_DoneFRDelay = 1;
		end
	end 
	end
end 
end 
assign DoneNextStageDelay = reg_DoneNextStageDelay;
assign DoneFRDelay = reg_DoneFRDelay;
assign DoneDelay = reg_DoneDelay;
assign UDRequest = reg_UDRequest;
assign OCRequest = reg_OCRequest;
assign NoStopRequest = reg_NoStopRequest;
assign TestStopsUP = Stops[1];
assign TestStopsDW = Stops[0];
endmodule
==> out/metrics.cfg <==
[power_and_ir_drop]
swShare=0.362
switchingPower_w=0.000196
ir_drop_mv=0.165
clock_power_share=0.248
seqPwrFrac=0.300
p_int_w=0.000346
leakagePower_nw=0.633
power.density_mw_per_mm2=335
p_comb_frac=0.451

[timing]
post-route-period-util=0.780
rsz0062_at_grt=no
fin_skew_ns=0.00204
final.min_clock_period_ns=3.20
tightest_slew_ns=0.506
setup_violations=0
layout_setup_ws_ns=0.901
final_max_slew_viol_count=0
tns_ns=0
max_freq_mhz=313
hold_viol=0
relSlewSlack=0.654

[floorplanning]
die_width_um=102
rows=29
die_h_um=102
coreArea_sq_mm=0.00646
pin_count=30
fp_util=0.193
die-area_sq_mm=0.0104

[cells_and_area]
fillCellCount=703
layout_top_cell=clkdlybuf4s50_1
layout-drive-gt1-share=0.0714
final_area_sq_mm=0.00162
syn2layout_area_growth_pct=29.7
lay_top_cells=clkdlybuf4s50_1, dfrtp_1, a21oi_1

[route]
antenna_left=0
wl_per_cell_um=15.8
vias=1276
drt_first_pass_iters=4
drt_wl_total_um=4080
antenna_cells=0
routed_via_density=4.93
drt-initial-drc-count=182
drc=0

[cts]
post_cts_resized=0
cts_tree=yes
clock_latency_ns=0.24
cts_root_buffer=clkbuf_8
cts_made_buffers=3
cts_buffer_depth=2
cts_hold_buf=0
clk_pin_slew_ns=0.06
cts_setup_buffers=0
clock_sinks=12
h-tree-depth=1

[worst_setup_path]
critPathRequiredTime_ns=4.22
crit_type=in -> reg
start_kind=primary input
critical_path_arrival_ns=3.32
critPathCaptureType=flip-flop
worstPathMaxFanout=9

[place]
numPortBuffers=27
dpl_worst_slack_ns=0.674
dp_hpwl_um=3230
dpl_cell_area_sq_mm=0.00156
gp_congestion=0.938

[grt]
gr-usage-met3=0.0184
grt.overflow.total=0
first_global_vias=1317
use_met1=0.108
grt_max_degree=13
antenna_found_initial=0
use_met2=0.131
grtUsageTotal=0.0805
grt_pass1_wl_um=6750
top_usage_layer=met2

[logic_synthesis]
avgSynthCellArea_sq_um=7.80
edf_count=0
syn_inst=160
ys_async_sr_fraction=1.00
ys_ff=12
yosys_warnings=2
yosys_cells=160
ys_seq_share=0.240
ys_types=55
yosys-stat-area_sq_mm=0.00125
synth-main-ff-cell=dfrtp_1
syn_area_sq_mm=0.00125

[run_status]
status=complete, no violations

[run]
warnings=29
maxCapViolations=0

[hold_path]
hold_path_class=reg -> reg

-- path summary, 6_finish.rpt --
check | start | endpoint | slack, ns | cells after the start
min in group asynchronous | reset | reg_OCRequest | 0.90 | 2
setup / recovery | CurrentFloor[1] | reg_DoneDelay | 0.90 | 10
setup reg to reg | Stops[1][2] | reg_DoneDelay | 1.97 | 7
hold reg to reg | reg_DoneFRDelay | reg_DoneFRDelay | 0.47 | 1
max in group asynchronous | reset | Stops[1][3] | 2.86 | 2
hold / removal | reg_DoneFRDelay | reg_DoneFRDelay | 0.47 | 1
-- cells by family after synthesis --
logic type / share of synthesized area
buffers and inverters: 0.0802
xor gates and xnor gates: 0.0281
and+or+nand+nor: 0.246
AOI/OAI and AO/OA: 0.353
DFF: 0.240
other: 0.00300
adders and majority gates: 0.0501
-- cells in the mapped netlist (all sizes together) (2+ instances only) --
| library cell | number | area (sq um) |
|---|---|---|
| o31ai | 2 | 15.0 |
| inv | 10 | 37.5 |
| nand2 | 12 | 47.6 |
| nor2b | 2 | 12.5 |
| and3 | 2 | 12.5 |
| a41oi | 3 | 33.8 |
| buf | 6 | 43.8 |
| nand2b | 10 | 62.6 |
| xor2 | 2 | 17.5 |
| o21ai | 8 | 43.8 |
| clkbuf | 5 | 18.8 |
| dfrtp | 12 | 300 |
| and2b | 2 | 15.0 |
| nor2 | 11 | 41.3 |
| ha | 5 | 62.6 |
| a211oi | 3 | 22.5 |
| o21a | 3 | 22.5 |
| o32ai | 3 | 33.8 |
| and2 | 2 | 15.0 |
| a21oi | 12 | 60.1 |
| xnor2 | 2 | 17.5 |
| nand3 | 6 | 30.0 |
| nand4 | 2 | 12.5 |
| o211ai | 3 | 22.5 |
| a31oi | 6 | 37.5 |
| o22ai | 3 | 18.8 |
| a41o | 2 | 20.0 |
-- routing by layer --
| layer | wire [um] | part of all wire |
|---|---|---|
| met5 | 0 | 0 |
| met4 | 34 | 0.0083 |
| met3 | 218 | 0.053 |
| met2 | 1880 | 0.46 |
| met1 | 1950 | 0.48 |
-- layout make-up --
cell class,instances,area (sq um),area share
Clock buffer,4,55.1,0.0340
Tap cell,77,96.3,0.0595
Timing Repair Buffer,28,278,0.172
Sequential cell,12,300,0.185
Multi-Input combinational cell,128,852,0.526
Inverter,10,37.5,0.0232
-- metrics by stage --
| stage | util | power [W] | hold slack [ns] | instances |
|---|---|---|---|---|
| floorplan | - | 0.000302 | 0.410 | 161 |
| global placement | 0.242 | 0.000410 | 0.455 | 255 |
| detailed placement | 0.242 | 0.000408 | 0.455 | 255 |
| CTS | 0.251 | 0.000547 | 0.474 | 259 |
| global route | 0.251 | 0.000584 | 0.501 | 259 |
| finish | 0.251 | 0.000543 | 0.471 | 259 |
-- critical path, cell delays in order --
cell and delay, ns:
clkdlybuf4s50_1 0.63, inv_1 0.15, ha_1 0.30, nand2b_1 0.19, a211oi_1 0.24, o21a_1 0.18, o21ai_2 0.11, a211o_1 0.32
a221oi_2 0.27, o21bai_1 0.11
-- flip-flops by register name (all words and copies together) (netlist names) --
name,flops
Stops,6
reg_DoneDelay,1
reg_DoneFRDelay,1
reg_DoneNextStageDelay,1
reg_NoStopRequest,1
reg_OCRequest,1
reg_UDRequest,1
-- power groups by stage --
stage | Combinational (W) | Clock, W | Sequential, W
finish | 0.000245 | 0.000135 | 0.000163
global route | 0.000273 | 0.000145 | 0.000166
CTS | 0.000245 | 0.000138 | 0.000164
Power figures rest on the tool's default switching activity, not on a simulated workload.
