<file path="flow/constraint.sdc">
current_design F_S_M

set clk_period 4.0
set clk_io_pct 0.2

create_clock -name clk0 -period $clk_period [get_ports {clk}]

set non_clock_inputs [all_inputs -no_clocks]
set_input_delay [expr $clk_period * $clk_io_pct] -clock clk0 $non_clock_inputs
set_output_delay [expr $clk_period * $clk_io_pct] -clock clk0 [all_outputs]
</file>
<file path="flow/run.sh">
#!/bin/bash
# OpenROAD 26Q1-2900-gdf79404cd8, Yosys 0.63+post, stock flow scripts
make -C /OpenROAD-flow-scripts/flow DESIGN_CONFIG=/design/flow/config.mk WORK_HOME=/design/flow/orfs finish
</file>
<file path="flow/config.mk">
export PLATFORM = sky130hd
export DESIGN_NAME = F_S_M
export DESIGN_NICKNAME = F_S_M
export VERILOG_FILES = /design/flow/design.v
export SDC_FILE = /design/flow/constraint.sdc
export NUM_CORES = 4
export LEC_CHECK = 1
export CORE_AREA = 10 10 89 89
export DIE_AREA = 0 0 99 99
</file>
<file path="flow/design.v">
`timescale 1ns / 1ps
module F_S_M(
	input clk,
	input [2:0]next_stage,
	input reset,
	input OC_Request,
	input UD_Request,
	input [3:0]actual_clock,
	input NO_STOP,
	input DoneDelay,
	input DoneFRDelay,
	input DoneResetClock,
	output reset_clock,
	output FR_Delay,
	output Delay,
	output [1:0]Actual_Stage,
	output UD_Answer,
	output STOP
);
reg [1:0]first_time;
reg time_flag;
reg c_reset;
reg [2:0] state;
reg reg_stop;
reg reg_UDAnswer;					 
reg [1:0] reg_ActualStage;		 
reg reg_Delay;						 
reg reg_FRDelay;					 
parameter SA = 0,SB = 1,SC = 2,SD = 3,SE = 4,SF = 5,SS=6;
initial begin
	first_time = 0;
	reg_FRDelay = 0 ;
	reg_ActualStage = 0;
	reg_UDAnswer = 1;
	reg_Delay = 0 ;
	time_flag = 0;
	reg_stop = 1;
	state <= SS;
end  
always @ (posedge clk or posedge reset) begin
	if(reset==1)begin
		first_time = 0;
		reg_FRDelay = 0 ;
		reg_ActualStage = 0;
		reg_UDAnswer = 1;
		reg_Delay = 0 ;
		time_flag = 0;
		reg_stop = 1;
		state <= SS;
	end  
	else begin
		begin
		if(DoneDelay == 1)			 
			reg_Delay = 0;
		end
		begin
		if(DoneResetClock == 1) 	 
			c_reset = 0;
		end
		begin
		if(DoneFRDelay == 1)			 
			reg_FRDelay = 0;
		end
		begin
		case(state)
			SA:
				if(first_time == 1)begin
					first_time = 2;
					c_reset = 1;
					time_flag = 0;
				end
				else if(first_time == 0)begin  
					reg_ActualStage = 0;
					reg_UDAnswer = 1;
					first_time=2;
					time_flag =0;
					reg_Delay = 1;
				end
				else if(OC_Request == 1 && time_flag == 0 )begin
					c_reset = 1;  
					time_flag = 1;
				end
				else if(actual_clock < 10 && next_stage != 0 && OC_Request == 1) begin
						reg_FRDelay = 1;
						time_flag = 0;
				end
				else if(OC_Request == 0)begin  
					if (time_flag == 0) begin	 
						c_reset = 1;				 
						time_flag = 1;
					end
					else if(actual_clock >= 10)begin  
						first_time = 0;
						c_reset = 1;
						state <= SB;
					end
				end 
				else if(actual_clock >= 10)begin
					first_time = 0;
					reg_stop = 1;
					c_reset = 1;
					state <= SS;
				end
			SB:
				if(first_time == 1)begin
					first_time = 2;
					c_reset = 1;
					time_flag = 0;
				end
				else if(first_time == 0)begin 
					first_time = 2;
					time_flag = 0;
					reg_ActualStage = 1;
					reg_UDAnswer = 1;
					reg_Delay = 1;
				end 
				else if(OC_Request == 1 && time_flag == 0 )begin 
					c_reset = 1;  
					time_flag = 1;
				end  
				else if(actual_clock < 10 && next_stage != 0 && OC_Request == 1) begin
					if (next_stage[1:0] < reg_ActualStage)begin
						first_time = 0;
						reg_FRDelay = 1;
						state <= SC;
					end
					else begin
						reg_FRDelay = 1;
					end 
				end  
				else if(OC_Request == 0)begin		 
					if (time_flag == 0) begin		 
						c_reset = 1;					 
						time_flag = 1;
					end
					else if(actual_clock >= 10)begin	 
						first_time = 0;
						c_reset = 1;
						state <= SD;
					end
				end 
				else if(actual_clock >= 10)begin
						c_reset = 1;				
						first_time = 0;
						reg_stop = 1;
						state <= SS;
				end
			SC:
				if(first_time == 1)begin
					first_time = 2;
					c_reset = 1;
					time_flag = 0;
				end
				else if(first_time == 0)begin  
					first_time = 2;
					time_flag = 0;
					reg_ActualStage = 1;
					time_flag = 0;
					reg_UDAnswer = 0;
					reg_Delay = 1;
				end 
				else if(OC_Request == 1 && time_flag == 0 )begin 
					c_reset = 1; 
					time_flag = 1;
				end  
				else if(actual_clock < 10 && next_stage != 0 && OC_Request == 1) begin
					if (next_stage[1:0] > reg_ActualStage)begin
						reg_FRDelay = 1;
						state <= SB;
					end
					else begin
						reg_FRDelay = 1;
					end
				end  
				else if(OC_Request == 0)begin		 
					if (time_flag == 0) begin		 
						c_reset = 1;					 
						time_flag = 1;
					end
					else if(actual_clock >= 10)begin		 
						c_reset = 1;
						first_time = 0;
						state <= SA;
					end
				end 
				else if(actual_clock >= 10)begin
					c_reset = 1;
					first_time = 0;
					reg_stop = 1;
					state <= SS;
				end
			SD:
				if(first_time == 1)begin
					first_time = 2;
					c_reset = 1;
					time_flag = 0;
				end
				else if(first_time == 0)begin  
					first_time = 2;
					time_flag = 0;
					reg_ActualStage = 2;
					reg_UDAnswer = 1;
					reg_Delay = 1;
				end 
				else if(OC_Request == 1 && time_flag == 0 )begin 
					c_reset = 1; 
					time_flag = 1;
				end  
				else if(actual_clock < 10 && next_stage != 0 && OC_Request == 1) begin
					if (next_stage[1:0] < reg_ActualStage)begin
						first_time = 0;
						reg_FRDelay = 1;
						state <= SE;
					end
					else begin
						reg_FRDelay = 1;
					end
				end  
				else if(OC_Request == 0)begin		 
					if (time_flag == 0) begin		 
						c_reset = 1;					 
						time_flag = 1;
					end
					else if(actual_clock >= 10)begin		 
						c_reset = 1;
						first_time = 0;
						state <= SF;
					end
				end 
				else if(actual_clock >= 10)begin
					c_reset = 1;
					first_time = 0;
					reg_stop = 1;
					state <= SS;
				end
			SE:
				if(first_time == 1)begin
					first_time = 2;			
					c_reset = 1;
					time_flag = 0;
				end
				else if(first_time == 0)begin 
					first_time = 2;
					time_flag = 0;
					reg_ActualStage = 2;
					reg_UDAnswer = 0;
					reg_Delay = 1;
				end 
				else if(OC_Request == 1 && time_flag == 0 )begin 
					c_reset = 1; 
					time_flag = 1;
				end  
				else if(actual_clock < 10 && next_stage != 0 && OC_Request == 1) begin
					if (next_stage > reg_ActualStage)begin
						first_time = 0;
						reg_FRDelay = 1;
						state <= SD;
					end
					else begin
						reg_FRDelay = 1;
					end
				end  
				else if(OC_Request == 0)begin		 
					if (time_flag == 0) begin		 
						c_reset = 1;					 
						time_flag = 1;
					end
					else if(actual_clock >= 10)begin		 
						c_reset = 1;
						first_time = 0;
						state <= SC;
					end
				end 
				else if(actual_clock >= 10)begin
					c_reset = 1;
					first_time = 0;
					reg_stop = 1;
					state <= SS;
				end
			SF:
				if(first_time == 1)begin
					first_time = 2;			
					c_reset = 1;
					time_flag = 0;
				end
				else if(first_time == 0)begin  
					first_time = 2;
					time_flag = 0;
					reg_ActualStage = 3;
					reg_UDAnswer = 0;
					reg_Delay = 1;
				end 
				else if(OC_Request == 1 && time_flag == 0 )begin 
					c_reset = 1;	  
					time_flag = 1;
				end  
				else if(actual_clock < 10 && next_stage != 0 && OC_Request == 1) begin
						reg_FRDelay = 1;
				end  
				else if(OC_Request == 0)begin		 
					if (time_flag == 0) begin		 
						c_reset = 1;					 
						time_flag = 1;
					end
					else if(actual_clock >= 10)begin		 
						c_reset = 1;
						first_time = 0;
						state <= SE;
					end
				end 
				else if(actual_clock >= 10)begin
					c_reset = 1;
					first_time = 0;
					reg_stop = 1;
					state <= SS;
				end
			SS:
				if(NO_STOP == 1)begin
					reg_stop = 0;
					first_time = 1;
					case (reg_ActualStage)
						0:
							state <= SA;
						1:
							if(UD_Request == 1)
								state <= SB;
							else
								state <= SC;
						2:
							if(UD_Request == 1)
								state <= SD;
							else
								state <= SE;
						3:
							state <= SF;
					endcase
				end
		endcase
		end
	end
end 
assign reset_clock = c_reset;
assign UD_Answer = reg_UDAnswer;
assign Actual_Stage = reg_ActualStage;
assign Delay = reg_Delay;
assign FR_Delay = reg_FRDelay;
assign STOP = reg_stop;
endmodule
</file>
==> results_dict.tcl <==
# place-and-route summary
set metrics [dict create \
    grt_max_degree 27 \
    core_mm2 0.005991 \
    clkTransAtPathRegs_ns 0.05 \
    syn2layout_area_growth_pct 24.40 \
    layout_top_cell "clkdlybuf4s50_1" \
    mi_logic_area_um2 764.5 \
    antenna_cells 0 \
    drv_cap 0 \
    slew_headroom 0.5251 \
    clkLatencyLatePin_ns 0.24 \
    synth_stat.cells 151 \
    reg2reg_depth 5 \
    wl_um 3401 \
    grt-ovfl-total 0 \
    io_buffer_count 20 \
    ir_drop_mv 0.3370 \
    crit_chain "clkdlybuf4s50_1, ha_1, nor2b_1, o21ai_0, a21oi_1, o221ai_1, mux2_2" \
    dpl.cell_count 236 \
    critPathKind "input port to flip-flop" \
    netlist_area_mm2 0.001190 \
    routedWlPerCell_um 14.17 \
    grt_usage 0.06865 \
    fillCellCount 645 \
    edf_count 1 \
    slew_violations 0 \
    p_per_area_mw_per_mm2 725.6 \
    min_to "reg_UDAnswer" \
    dpl.hpwl_um 2535 \
    gp_congestion 0.9014 \
    rrSetupSlack_ns 1.86 \
    holdBufCountCts 0 \
    synth_top_area_share 0.1682 \
    via_per_inst 4.888 \
    vias 1173 \
    topCellsByArea "dfrtp_1 17%, dfstp_2 8.8%, o21ai_0 7.6%, a21oi_1 4.6%, inv_1 3.5%" \
    status "finished, final reports clean" \
    r2r_start "state[2]" \
    io_pins 22 \
    cp_max_fo 4 \
    fmax_mhz 374.4 \
    skew_ns 0.003669 \
    top_area_cell "dfrtp_1" \
    post_cts_buffers 0 \
    worst-path-buf-inv 1 \
    setup_viol 0 \
    first_pass_iters 4 \
    period_used_share 0.6678 \
    synth_warnings 1 \
    ys_seq_elements 13 \
    syn_inst 151 \
    regArea_um2 335.3 \
    tool_warnings 26 \
    finalSetupTns_ns 0 \
    fp.dieW_um 99 \
    synth.distinct_cells 49 \
    hp-class "flip-flop to flip-flop" \
    dieArea_mm2 0.009801 \
    final_cells 240 \
    most-common-layout-cells "20 x clkdlybuf4s50_1, 18 x o21ai_0, 11 x inv_1, 11 x nand2_1, 11 x a21oi_1" \
    ys_chip_area_mm2 0.001190 \
    hold_start "reg_UDAnswer" \
    avgSynthCellArea_um2 7.880 \
    rsz0062_at_grt "false" \
    finalInstanceArea_mm2 0.001480 \
    cts_made_buffers 3 \
    cts.htree.levels 1 \
    slowest_stage "clkdlybuf4s50_1" \
    fp_util 0.1986 \
    cp_data_arrival_time_ns 2.79 \
    cts.sinks 13 \
    hold_depth 2 \
    cts_root_buffer "clkbuf_8" \
    cts_tree "yes" \
    place_area_mm2 0.001435 \
    timing.final.crit_period_ns 2.671 \
    ff_type "dfrtp_1" \
    crit_family "AND-OR/OR-AND gates" \
    cp_data_required_time_ns 4.12 \
    clockBufferDepth 2 \
    grt_pass1_wl_um 5754 \
    worstMarginPinSlew_ns 0.7123 \
    drc 0 \
    synth_seq_share 0.2818 \
    end_kind "flip-flop" \
    cpPeakStageDelay_ns 0.48 \
    grt_pass1_vias 1105 \
    antenna_found_initial 0 \
    p_leak_nw 0.5743 \
    drt-initial-drc-count 142 \
    r2r_end "state[0]" \
    async_flop_share 0.9231 \
    row_count 28 \
    die_y_um 99 \
    ant_nets 0 \
    final_layout_size_suffix_gt1_frac 0.09697 \
    finalHoldViolCount 0 \
    hold-worst-slack_ns 0.4817 \
    critPathLaunchType "input port" \
    cts_resized 0 \
]
## registers in the layout, summed over array words and instances, names as in the netlist
register / count
reg_Delay: 1
reg_ActualStage: 2
reg_FRDelay: 1
time_flag: 1
state: 3
first_time: 2
c_reset: 1
reg_stop: 1
reg_UDAnswer: 1
## per-stage QoR
| step | setup WS, ns | util | total power, mW |
|---|---|---|---|
| 3_3_place_gp | 1.142 | 0.2396 | 0.9567 |
| 2_1_floorplan | 1.804 | - | 0.7668 |
| 6_report | 1.329 | 0.2471 | 1.074 |
| 4_1_cts | 1.368 | 0.2471 | 1.074 |
| 5_1_grt | 1.211 | 0.2471 | 1.178 |
| 3_5_place_dp | 1.133 | 0.2396 | 0.9518 |
## layout make-up
cell class / instances / area share
repair buffers: 20 / 0.1352
well taps: 75 / 0.06340
flip-flops and latches: 13 / 0.2265
clock buffers: 4 / 0.03043
inverters: 11 / 0.02790
multi-input cells: 117 / 0.5165
## synth_stat cells (2+ instances only)
cell type  count
a211o_1        3
inv_1         11
nor3_1         5
o21ai_0       18
a21oi_1       11
buf_2          6
nand3b_1       2
nand3_1        5
nor2b_1        5
clkbuf_1       3
mux2i_1        2
dfrtp_1        8
nor2_1         5
dfstp_2        4
ha_1           2
nor3_2         2
a31oi_1        3
or3_1          3
mux2_1         2
o31ai_1        2
nand2b_1       5
nand4b_1       2
nand2_1       11
o21a_1         3
o211ai_1       4
## how the worst max path moves through the flow
stage	end	startpoint	depth (start not counted)
after global routing	first_time[1]	next_stage[1]	7
after CTS	first_time[1]	next_stage[1]	7
final	first_time[1]	next_stage[1]	7
## power breakdown
part / switching [mW] / internal, mW / leakage [nW]
clock: 0.0441 / 0.0702 / 0.0228
sequential: 0.161 / 0.217 / 0.148
combinational: 0.278 / 0.304 / 0.404
total: 0.483 / 0.591 / 0.574
## metal layers
metal  track usage  routed length, um
met2       0.09619               1418
met4      0.001103                  0
met5             0                  0
met1        0.1062               1694
met3       0.01973                287
## kinds of logic (layout without fill, tap and decap cells)
| logic type | count (synthesis) | after routing | share of synthesized area |
|---|---|---|---|
| mux | 5 | 5 | 0.04521 |
| flops | 13 | 13 | 0.2818 |
| buf+inv | 21 | 35 | 0.07571 |
| simple gates | 52 | 52 | 0.2545 |
| fa+ha+maj | 2 | 2 | 0.02103 |
| compound gates | 58 | 58 | 0.3218 |
## worst register-to-register path, stage by stage, from the launching register on
cell	delay, ns
dfstp_2	0.81
nand4b_1	0.27
o21a_1	0.19
a221oi_2	0.26
o211ai_2	0.17
mux2_1	0.33
Power figures rest on the tool's default switching activity, not on a simulated workload.
